==> ./design.v <==
`timescale 1ns / 1ps
module delay_generator(
    input clk,
    input dly_en,
    output reg delay_done
    );
    reg [17:0] counter;  
    always @ (posedge clk) begin
        if(dly_en & counter != 200_000) counter <= counter + 1;
        else counter <= 0;
    end
    always @ (posedge clk) begin
        if(dly_en & counter == 20) delay_done <= 1'b1;
        else delay_done <= 1'b0;
    end
endmodule
`timescale 1ns / 1ps
module oled_control(
    input clk, rst,
    output oled_spi_clk,
    output oled_spi_data,
    output reg oled_vdd,
    output reg oled_vbat,
    output reg oled_rst_n,
    output reg oled_dc_n
    );
    reg [4:0] state, next_state;
    reg start_dly;
    wire dly_done;
    reg [7:0] spi_data;
    reg spi_load_data;
    wire spi_done;
    localparam IDLE = 0,
               DELAY = 1,
               INIT = 2,
               RESET = 3,
               CHARG_PUMP = 4,
               WAIT_SPI = 5,
               CHARG_PUMP1 = 6,
               PRE_CHRG = 7,
               PRE_CHRG1 = 8,
               VBAT_ON = 9,
               CONTRAST = 10,
               CONTRAST1 = 11,
               SEG_REMAP = 12,
               SCAN_DIR = 13,
               COM_PIN = 14,
               COM_PIN1 = 15,
               DISPLAY_ON = 16,
               ALL_PIX_ON = 17,
               DONE = 18
     ;
    always @(posedge clk) begin
        if(rst) begin
            state <= IDLE;
            next_state <= IDLE;
            oled_vdd <= 1'b1;
            oled_vbat <= 1'b1;
            oled_rst_n <= 1'b1;
            oled_dc_n <= 1'b1;
            start_dly <= 1'b0;
            spi_data <= 8'b0;
            spi_load_data <= 1'b0;
        end
        else begin
            case(state) 
                IDLE: begin
                    oled_vdd <= 1'b0;  
                    oled_vbat <= 1'b1;  
                    oled_rst_n <= 1'b1;  
                    oled_dc_n <= 1'b0;  
                    state <= DELAY;
                    next_state <= INIT;  
                end
                DELAY: begin
                    start_dly <= 1'b1;
                    if (dly_done) begin
                        state <= next_state;
                        start_dly <= 1'b0;
                    end
                end
                INIT: begin
                    spi_data <= 'hAE;
                    spi_load_data <= 1'b1;
                    if(spi_done) begin
                        spi_load_data <= 1'b0;
                        oled_rst_n <= 1'b0;  
                        state <= DELAY;
                        next_state <= RESET;  
                    end 
                end
                RESET: begin
                    oled_rst_n <= 1'b1;  
                    state <= DELAY;
                    next_state <= CHARG_PUMP;  
                end
                CHARG_PUMP: begin
                    spi_data <= 'h8D;
                    spi_load_data <= 1'b1;
                    if(spi_done) begin
                        spi_load_data <= 1'b0;
                        state <= WAIT_SPI;
                        next_state <= CHARG_PUMP1;
                    end 
                end
                WAIT_SPI: begin  
                    if (!spi_done) begin  
                        state <= next_state;
                    end
                end
                CHARG_PUMP1: begin
                    spi_data <= 'h14;
                    spi_load_data <= 1'b1;
                    if(spi_done) begin
                        spi_load_data <= 1'b0;
                        state <= WAIT_SPI;
                        next_state <= PRE_CHRG;
                    end 
                end
                PRE_CHRG: begin
                    spi_data <= 'hD9;
                    spi_load_data <= 1'b1;
                    if(spi_done) begin
                        spi_load_data <= 1'b0;
                        state <= WAIT_SPI;
                        next_state <= PRE_CHRG1;
                    end 
                end
                PRE_CHRG1: begin
                    spi_data <= 'hF1;
                    spi_load_data <= 1'b1;
                    if(spi_done) begin
                        spi_load_data <= 1'b0;
                        state <= WAIT_SPI;
                        next_state <= VBAT_ON;
                    end 
                end
                VBAT_ON: begin
                    oled_vbat <= 1'b0;  
                    state <= DELAY;
                    next_state <= CONTRAST;
                end
                CONTRAST: begin
                    spi_data <= 'h81;
                    spi_load_data <= 1'b1;
                    if(spi_done) begin
                        spi_load_data <= 1'b0;
                        state <= WAIT_SPI;
                        next_state <= CONTRAST1;
                    end 
                end
                CONTRAST1: begin
                    spi_data <= 'hFF;
                    spi_load_data <= 1'b1;
                    if(spi_done) begin
                        spi_load_data <= 1'b0;
                        state <= WAIT_SPI;
                        next_state <= SEG_REMAP;
                    end 
                end
                SEG_REMAP: begin
                    spi_data <= 'hA0;
                    spi_load_data <= 1'b1;
                    if(spi_done) begin
                        spi_load_data <= 1'b0;
                        state <= WAIT_SPI;
                        next_state <= SCAN_DIR;
                    end 
                end
                SCAN_DIR: begin
                    spi_data <= 'hC0;
                    spi_load_data <= 1'b1;
                    if(spi_done) begin
                        spi_load_data <= 1'b0;
                        state <= WAIT_SPI;
                        next_state <= COM_PIN;
                    end 
                end
                COM_PIN: begin
                    spi_data <= 'hDA;
                    spi_load_data <= 1'b1;
                    if(spi_done) begin
                        spi_load_data <= 1'b0;
                        state <= WAIT_SPI;
                        next_state <= COM_PIN1;
                    end 
                end
                COM_PIN1: begin
                    spi_data <= 'h00;
                    spi_load_data <= 1'b1;
                    if(spi_done) begin
                        spi_load_data <= 1'b0;
                        state <= WAIT_SPI;
                        next_state <= DISPLAY_ON;
                    end 
                end
                DISPLAY_ON: begin
                    spi_data <= 'hAF;
                    spi_load_data <= 1'b1;
                    if(spi_done) begin
                        spi_load_data <= 1'b0;
                        state <= WAIT_SPI;
                        next_state <= ALL_PIX_ON;
                    end 
                end
                ALL_PIX_ON: begin  
                    spi_data <= 'hA5;
                    spi_load_data <= 1'b1;
                    if(spi_done) begin
                        spi_load_data <= 1'b0;
                        state <= WAIT_SPI;
                        next_state <= DONE;
                    end 
                end
                DONE: begin
                    state <= DONE;
                end
            endcase
        end
    end
    delay_generator dly_gen(
    .clk(clk),
    .dly_en(start_dly),
    .delay_done(dly_done)
    );
    spi_controller spi_ctrl(
    .clk(clk), .rst(rst),
    .data_in(spi_data),
    .spi_clk(oled_spi_clk),
    .spi_data(oled_spi_data),
    .load_data(spi_load_data), 
    .data_sent(spi_done)
    );
endmodule
`timescale 1ns / 1ps
module spi_controller(
    input clk, rst,
    input [7:0] data_in,
    output spi_clk,
    output reg spi_data,
    input load_data, 
    output reg data_sent
    );
    reg [2:0] count = 3'b000;
    reg clk_10mhz;
    reg clk_en;
    parameter COUNT_MAX = 5;
    assign spi_clk = (clk_en == 1) ? clk_10mhz : 1'b1;
    always @(posedge clk or posedge rst) begin
        if(rst) begin count <= 3'b000; clk_10mhz <= 1'b0; end
        else if(count == COUNT_MAX-1) begin count <= 0; clk_10mhz <= ~clk_10mhz; end
        else count <= count + 1;    
    end
    reg [7:0] shift_reg;
    reg [2:0] data_count;
    reg [1:0] state;
    localparam IDLE = 1,
               SEND = 2,
               DONE = 3;
    always @(negedge clk_10mhz) begin
        if (rst) begin
            clk_en <= 1'b0;
            state <= IDLE;
            data_count <= 0;
            data_sent <= 1'b0;
        end
        else begin
            case(state)
                IDLE: begin
                    if(load_data) begin
                        shift_reg <= data_in;
                        data_count <= 0;
                        state <= SEND;
                    end
                end 
                SEND: begin
                    clk_en <= 1'b1;
                    spi_data <= shift_reg[7];
                    shift_reg <= {shift_reg[6:0], 1'b0};
                    if(data_count != 7) data_count <= data_count + 1;
                    else state <= DONE;
                end
                DONE: begin
                    clk_en <= 1'b0;
                    data_sent <= 1'b1;
                    if(!load_data) begin
                        data_sent <= 1'b0;
                        state <= IDLE;
                    end
                end
            endcase
        end
    end
endmodule
==> ./run.sh <==
#!/bin/bash
# OpenROAD 26Q1-2900-gdf79404cd8, Yosys 0.63+post, stock flow scripts
make -C /OpenROAD-flow-scripts/flow DESIGN_CONFIG=/design/flow/config.mk WORK_HOME=/design/flow/orfs finish
==> ./config.mk <==
export PLATFORM = sky130hd
export DESIGN_NAME = oled_control
export DESIGN_NICKNAME = oled_control
export VERILOG_FILES = /design/flow/design.v
export SDC_FILE = /design/flow/constraint.sdc
export NUM_CORES = 4
export LEC_CHECK = 1
export CORE_UTILIZATION = 30
==> ./constraint.sdc <==
current_design oled_control

set clk_period 3.8
set clk_io_pct 0.2

create_clock -name clk0 -period $clk_period [get_ports {clk}]

set non_clock_inputs [all_inputs -no_clocks]
set_input_delay [expr $clk_period * $clk_io_pct] -clock clk0 $non_clock_inputs
set_output_delay [expr $clk_period * $clk_io_pct] -clock clk0 [all_outputs]
==> impl_metrics.tcl <==
# metrics dict for downstream scripts
set metrics [dict create \
    status "complete, no violations" \
    ir_drop_v 0.000194 \
    ys.flops 63 \
    max_stage_delay_ns 0.42 \
    power.leakage_nw 1.19 \
    ioPinCount 8 \
    insertion_delay_ns 0.29 \
    fin_tns_setup_ns 0 \
    worstHoldEndpoint "next_state[0]" \
    yosysChipArea_mm2 0.00313 \
    fp.dieW_um 104 \
    dpl.hpwl_mm 4.26 \
    clock_skew_ns 0.00580 \
    dpl_worst_slack_ns 1.58 \
    antenna_found_initial 0 \
    core_mm2 0.00995 \
    worstMarginPinSlew_ns 0.676 \
    top_cells_by_count "50 x dfxtp_1, 41 x nor2_1, 30 x nand2_1" \
    fin_ws_ns 1.51 \
    syn-instance-count 351 \
    worstPathRequired_ns 3.04 \
    diodes 0 \
    firstDrtPassIters 4 \
    syn_avg_cell_area_um2 8.92 \
    finalSetupViolations 0 \
    top_area_frac 0.320 \
    hold_violations 0 \
    unclocked_regs 17 \
    wl_mm 6.06 \
    design_area_mm2 0.00337 \
    ys_sh_simple 0.180 \
    worst_setup_path_end_kind "output port" \
    r2r-end "spi_data[6]" \
    most_common_cell "dfxtp_1" \
    rsz0062_at_grt "no" \
    flop_cell "dfxtp_1" \
    clk_pin_slew_ns 0.08 \
    rr_worst_depth 5 \
    r2r-start "state[4]" \
    hold_class "flop to flop" \
    yosysUniqueCellTypes 57 \
    vias 2355 \
    netlist_area_mm2 0.00313 \
    track_usage 0.116 \
    synth_seq_share 0.438 \
    powerDensity_mw_per_mm2 520 \
    die_area_mm2 0.0108 \
    cts_tree "yes" \
    area_leaders "dfxtp_1 32%, edfxtp_1 8.6%, nor2_1 4.9%" \
    ys_sh_mux 0.0352 \
    post_cts_buffers 0 \
    async_flop_share 0.0635 \
    cts_hold_buf 0 \
    synth_adder_area_share 0.0272 \
    grt_max_degree 29 \
    hp-start "next_state[0]" \
    placed_cell_area_mm2 0.00329 \
    cts_max_path_buffers 2 \
    drv_cap 0 \
    grt_pass1_vias 2195 \
    logic_family "AND-OR/OR-AND gates" \
    slew_violations 0 \
    htreeDepth 2 \
    drive_above_1_share 0.0833 \
    max_freq_mhz 436 \
    setup.worst_path.start_class "flop" \
    port_buffers 7 \
    gr-total-overflow 0 \
    grt_pass1_wl_mm 10.4 \
    tool_warnings 27 \
    dieHeight_um 104 \
    globalplace.congestion 0.923 \
    drc 0 \
    rrSetupSlack_ns 1.55 \
    yosys_warnings 3 \
    rows 36 \
    critical_path.cell_chain "inv_1 > nand2_1 > clkdlybuf4s50_1" \
    worstSetupPathType "flop to output port" \
    cts_buffers 5 \
    worstPathMaxFanout 18 \
    period_needed_ns 2.29 \
    ys_sh_xor 0.0616 \
    top_area_cell "dfxtp_1" \
    drtAntennaViolNets 0 \
    relSlewSlack 0.549 \
    crit_buf_inv 2 \
    slowest_stage "clkdlybuf4s50_1" \
    yosysCellCount 351 \
    syn_to_final_growth_pct 7.80 \
    first_iter_violations 250 \
    floorplan.core_util 0.314 \
    vias_per_cell 4.90 \
    largest_reg_flops 18 \
    untimed_endpoints 27 \
    yosys.area_share.aoi 0.198 \
    cts-root-buf "clkbuf_8" \
    arrival_ns 1.53 \
    crit_family "buffers and inverters" \
    synth-edff-count 9 \
    hold_depth 2 \
    period_used_share 0.604 \
    post_cts_resized 0 \
    wire_per_inst_um 12.6 \
]
stage by stage:
| step | instances | util | hold slack (ns) | power (mW) |
|---|---|---|---|---|
| after global routing | 481 | 0.339 | 0.483 | 1.91 |
| after floorplan | 351 | - | 0.423 | 1.33 |
| final | 481 | 0.339 | 0.459 | 1.75 |
| after global placement | 473 | 0.330 | 0.440 | 1.48 |
| after detailed placement | 473 | 0.330 | 0.445 | 1.47 |
| after CTS | 481 | 0.339 | 0.460 | 1.77 |
final cells by class:
| class | count | area (um^2) |
|---|---|---|
| fill | 1007 | 6580 |
| multi-input combinational | 246 | 1570 |
| sequential | 63 | 1370 |
| tap | 133 | 166 |
| timing repair buffer | 12 | 108 |
| clock buffer | 6 | 72.6 |
| inverter | 19 | 71.3 |
| clock inverter | 2 | 13.8 |
cell usage in the layout, fill, tap and decap left out, types with 3 or more instances in the layout:
cell type,instances
xor2_1,13
o21ai_0,16
nand2b_1,6
o22ai_1,5
clkbuf_8,5
nand2_1,30
xnor2_1,9
a221oi_1,4
nor3_1,8
o2111ai_1,3
ha_1,6
o31ai_1,3
dfrtp_1,4
mux2_2,8
a21oi_1,29
dfxtp_1,50
edfxtp_1,9
nor2_1,41
o221ai_1,3
buf_4,5
nor2b_1,3
nand3_1,15
inv_1,17
clkdlybuf4s50_1,7
worst min-delay path, stage by stage (launching register included):
cell and delay, ns:
dfxtp_1 0.32, inv_1 0.05, a21oi_1 0.05
cell families (layout without fill, tap and decap cells):
logic type / after synthesis / in the layout
AOI/OAI and AO/OA: 87 / 87
xor gates and xnor gates: 22 / 22
adders and majority gates: 7 / 7
buffers and inverters: 42 / 39
DFF: 63 / 63
muxes: 10 / 10
and+or+nand+nor: 120 / 120
worst max-delay path by stage:
stage,depth (start not counted),end,from,slack [ns]
6_report,3,oled_spi_clk,spi_ctrl.clk_10mhz,1.51
5_1_grt,5,spi_data[6],state[4],1.34
4_1_cts,3,oled_spi_clk,spi_ctrl.clk_10mhz,1.45
layer usage:
metal / global-route usage / routed length [um] / share of wire
met1: 0.179 / 3080 / 0.51
met2: 0.178 / 2660 / 0.44
met3: 0.0211 / 269 / 0.044
met4: 0.0163 / 57 / 0.0094
met5: 0 / 0 / 0
where the power goes:
part           internal [mW]  total [mW]  switching (mW)  leakage (nW)
clock network          0.130       0.288           0.158        0.0452
registers              0.588       0.676          0.0878         0.531
logic                  0.329       0.791           0.462         0.609
Power figures rest on the tool's default switching activity, not on a simulated workload.
